[design/flow/run.sh]
#!/bin/bash
# OpenROAD 26Q1-2900-gdf79404cd8, Yosys 0.63+post, stock flow scripts
make -C /OpenROAD-flow-scripts/flow DESIGN_CONFIG=/design/flow/config.mk WORK_HOME=/design/flow/orfs finish
[design/flow/config.mk]
export PLATFORM = sky130hd
export DESIGN_NAME = EX_MEMseg
export DESIGN_NICKNAME = EX_MEMseg
export VERILOG_FILES = /design/flow/design.v
export SDC_FILE = /design/flow/constraint.sdc
export NUM_CORES = 4
export LEC_CHECK = 1
export CORE_AREA = 10 10 233 233
export DIE_AREA = 0 0 243 243
[design/flow/constraint.sdc]
current_design EX_MEMseg

set clk_period 1.0
set clk_io_pct 0.2

create_clock -name clk0 -period $clk_period [get_ports {clk}]

set non_clock_inputs [all_inputs -no_clocks]
set_input_delay [expr $clk_period * $clk_io_pct] -clock clk0 $non_clock_inputs
set_output_delay [expr $clk_period * $clk_io_pct] -clock clk0 [all_outputs]
[design/flow/design.v]
module EX_MEMseg (
    clk,pc_in,rt_in,rd_in,target_in,imm32_in,busB_in,
    Zero_in,Sign_in,Result_in,RegtoJump_in,
    RegDst_in,MemtoReg_in,RegWr_in,MemWr_in,ExtopM_in,IsLink_in,IsByteW_in,IsByteB_in,
    Jumpctr_in,Branchctr_in,
    pc_out,rt_out,rd_out,target_out,imm32_out,busB_out,
    Zero_out,Sign_out,Result_out,RegtoJump_out,
    RegDst_out,MemtoReg_out,RegWr_out,MemWr_out,ExtopM_out,IsLink_out,IsByteW_out,IsByteB_out,
    Jumpctr_out,Branchctr_out,
    Branch_fc,Jump_fc
);
input clk,Zero_in,Sign_in;
input RegDst_in,MemtoReg_in,RegWr_in,MemWr_in,ExtopM_in,IsLink_in,IsByteW_in,IsByteB_in;
input[4:0] rt_in,rd_in;
input[31:0] pc_in,imm32_in,busB_in,Result_in,RegtoJump_in;
input[25:0] target_in;
input[1:0] Jumpctr_in;
input[2:0] Branchctr_in;
input Branch_fc,Jump_fc;
output reg Zero_out,Sign_out;
output reg RegDst_out,MemtoReg_out,RegWr_out,MemWr_out,ExtopM_out,IsLink_out,IsByteW_out,IsByteB_out;
output reg[4:0] rt_out,rd_out;
output reg[25:0] target_out;
output reg[31:0] pc_out,imm32_out,busB_out,Result_out,RegtoJump_out;
output reg[1:0] Jumpctr_out;
output reg[2:0] Branchctr_out;
always @(negedge clk) begin
    pc_out<=pc_in;
    rt_out<=rt_in;
    rd_out<=rd_in;
    target_out<=target_in;
    imm32_out<=imm32_in;
    busB_out<=busB_in;
    Zero_out<=Zero_in;
    Sign_out<=Sign_in;
    Result_out<=Result_in;
    RegtoJump_out<=RegtoJump_in;
    RegDst_out<=RegDst_in;
    MemtoReg_out<=MemtoReg_in;
    RegWr_out<=RegWr_in;
    MemWr_out<=MemWr_in;
    ExtopM_out<=ExtopM_in;
    IsLink_out<=IsLink_in;
    IsByteW_out<=IsByteW_in;
    IsByteB_out<=IsByteB_in;
    Jumpctr_out<=Jumpctr_in;
    Branchctr_out<=Branchctr_in;
    if(Branch_fc || Jump_fc)begin
        pc_out<=0;
        rt_out<=0;
        rd_out<=0;
        target_out<=0;
        imm32_out<=0;
        busB_out<=0;
        Zero_out<=0;
        Sign_out<=0;
        Result_out<=0;
        RegtoJump_out<=0;
        RegDst_out<=0;
        MemtoReg_out<=0;
        RegWr_out<=0;
        MemWr_out<=0;
        ExtopM_out<=0;
        IsLink_out<=0;
        IsByteW_out<=0;
        IsByteB_out<=0;
        Jumpctr_out<=0;
        Branchctr_out<=0;
    end
end
endmodule
==> results.sh <==
# implementation run metrics
export IMPL_outcome="finished with violations"
export IMPL_violations="setup timing"
export IMPL_ios=425
export IMPL_crit_path_start_kind="flip-flop"
export IMPL_min_to="rt_out[0]"
export IMPL_track_usage_pct=9.53
export IMPL_postLayoutCellArea_um2=12500
export IMPL_slowest_delay_ns=0.39
export IMPL_path_clk_slew_ns=0.03
export IMPL_mostFrequentLayoutCell="inv_1"
export IMPL_cts_max_path_buffers=3
export IMPL_routabilityCongestion=0.853
export IMPL_ys_chip_area_um2=6190
export IMPL_path_buffers=1
export IMPL_drive_above_1_share_pct=35.4
export IMPL_setup_viol=211
export IMPL_cp_top_family="flip-flops"
export IMPL_synthCells=469
export IMPL_pwr_share_comb_pct=9.1
export IMPL_power_density_nw_per_um2=1850
export IMPL_port_buffers=424
export IMPL_cp_end_kind="primary output"
export IMPL_tns_ns=-144.23
export IMPL_p_int_uw=16500
export IMPL_cts_tree="done"
export IMPL_ys_warn_count=1
export IMPL_place_area_um2=11700
export IMPL_rsz0062_at_grt="true"
export IMPL_final_cell_mix="inv_1 (216), clkdlybuf4s50_1 (210), buf_2 (199)"
export IMPL_synth_top_area_share_pct=68.3
export IMPL_fp_coreArea_um2=49100
export IMPL_p_sw_uw=6610
export IMPL_area_leaders="dfxtp_1 (68%), nor3b_1 (26%), buf_6 (4.2%)"
export IMPL_slew_headroom_pct=80.2
export IMPL_synth_area_um2=6190
export IMPL_worstMarginPinSlew_ns=0.297
export IMPL_cts_sinks=211
export IMPL_p_leak_uw=0.00597
export IMPL_ir_worst_vdd_mv=1.08
export IMPL_route_detailed_drc=0
export IMPL_arrival_ns=1.59
export IMPL_wire_per_inst_um=15.9
export IMPL_synth_seq_cells=211
export IMPL_yosysUniqueCellTypes=5
export IMPL_place_hpwl_um=21700
export IMPL_finalHoldViolCount=0
export IMPL_grt_overflow=0
export IMPL_worstHoldStart="Jump_fc"
export IMPL_synth_area_leader_cell="dfxtp_1"
export IMPL_p_clk_share_pct=52.2
export IMPL_fp_dieW_um=243
export IMPL_final_cells=1827
export IMPL_worstPathCellList="buf_6"
export IMPL_setup_slack_ns=-0.788
export IMPL_area_delta_synth_final_pct=102
export IMPL_post_route_util_pct=25.4
export IMPL_warnings=239
export IMPL_syn_avg_cell_area_um2=13.2
export IMPL_root_buffer="clkbuf_16"
export IMPL_dieArea_um2=59000
export IMPL_yosys_cells=469
export IMPL_ys_seq_share_pct=68.3
export IMPL_ant_nets=0
export IMPL_fp_utilization_pct=12.6
export IMPL_hold_depth=2
export IMPL_crit_start="pc_out[9]"
export IMPL_required_ns=0.80
export IMPL_drv_slew=0
export IMPL_die_y_um=243
export IMPL_numCtsBuffers=26
export IMPL_share_seq_of_total_power_pct=38.6
export IMPL_critPathMaxFanout=1
export IMPL_cts_setup_buffers=0
export IMPL_grt_pass1_vias=6607
export IMPL_grt_pass1_wl_um=41800
export IMPL_cts_htree_levels=1
export IMPL_critical_path_class="flip-flop to primary output"
export IMPL_rows=81
export IMPL_grt_max_degree=29
export IMPL_fillers=5167
export IMPL_dp_cells=1571
export IMPL_via_count=6014
export IMPL_max_cap_violations=0
export IMPL_p_sw_share_pct=28.6
export IMPL_hold_class="input pin to flip-flop"
export IMPL_vias_per_cell=3.29
export IMPL_dr_pass1_iters=4
export IMPL_drt_iter0_markers=168
export IMPL_antenna_found_initial=1
export IMPL_routed_wl_um=29000
export IMPL_crit_slowest_cell="dfxtp_4"
cells in the mapped netlist:
cell	instances
buf_6	23
inv_1	1
dfxtp_1	211
nor3b_1	211
buf_2	23
metrics by stage:
| stage | worst slack [ns] | total power (uW) | hold WS [ns] |
|---|---|---|---|
| 3_5_place_dp | -0.807 | 12700 | 1.10 |
| 5_1_grt | -0.855 | 25000 | 0.409 |
| 6_report | -0.788 | 23100 | 0.430 |
| 4_1_cts | -0.836 | 23900 | 0.397 |
| 2_1_floorplan | -0.192 | 10900 | 0.857 |
| 3_3_place_gp | -0.816 | 12700 | 1.09 |
power groups by stage:
stage | combinational [uW] | sequential [uW] | clock (uW)
CTS | 2140 | 8920 | 12800
global route | 2290 | 8940 | 13800
finish | 2110 | 8930 | 12100
cell families after synthesis:
logic type | count (synthesis) | synth area share (%)
flops | 211 | 68.3
simple gates | 211 | 25.6
buf+inv | 47 | 6.11
worst max path at each step:
| stage | endpoint | cells after the start |
|---|---|---|
| 4_1_cts | Result_out[22] | 1 |
| 5_1_grt | Result_out[22] | 1 |
| 6_report | pc_out[9] | 1 |
area by class of cell:
type	instances	area [um^2]	area share (%)
diodes	1	2.50	0.0200
clock buffers	27	676	5.41
clock inverters	228	908	7.28
multi-input cells	211	1860	14.9
flip-flops and latches	211	4290	34.4
well taps	664	831	6.66
repair buffers	485	3910	31.3
flip-flops by register name (all words and copies together) (netlist names):
signal,cells
Sign_out,1
IsByteB_out,1
RegWr_out,1
Jumpctr_out,2
IsLink_out,1
rd_out,5
RegtoJump_out,32
target_out,26
IsByteW_out,1
MemtoReg_out,1
imm32_out,32
pc_out,32
MemWr_out,1
Result_out,32
RegDst_out,1
Zero_out,1
busB_out,32
ExtopM_out,1
Branchctr_out,3
rt_out,5
routing by layer:
metal / up-vias / global-route usage (%) / share of wire, %
met3: 50 / 5.19 / 9.4
li1: 2965 / - / -
met5: - / 0 / 0
met4: 0 / 4.02 / 2.1
met1: 2739 / 11.1 / 40
met2: 260 / 14.3 / 48
timing repair:
action,CTS,global route
hold buffers,0,0
endpoints found under the setup margin,212,217
resized,757,30
cloned,1,0
Power figures rest on the tool's default switching activity, not on a simulated workload.
