**design/flow/design.v**
```verilog
module alu_in1_mux (
    busA,Result,mem_result,ALUSrcA,
    in1
);
input[31:0] busA,Result,mem_result;
input[1:0] ALUSrcA;
output reg[31:0] in1;
initial begin
    in1=0;
end
always @(*) begin
    if(ALUSrcA==2'b00)begin
        in1=busA;
    end
    else if(ALUSrcA==2'b01)begin
        in1=Result;
    end
    else if(ALUSrcA==2'b10)begin
        in1=mem_result;
    end
end
endmodule
module alu_in2_mux (
    busB,Result,mem_result,imm32,ALUSrcB,
    in2
);
input[31:0] busB,Result,mem_result,imm32;
input[1:0] ALUSrcB;
output reg[31:0] in2;
initial begin
    in2=0;
end
always @(*) begin
    if(ALUSrcB==2'b00)begin
        in2=busB;
    end
    else if(ALUSrcB==2'b01)begin
        in2=Result;
    end
    else if(ALUSrcB==2'b10)begin
        in2=mem_result;
    end
    else if(ALUSrcB==2'b11)begin
        in2=imm32;
    end
end
endmodule
```
**design/flow/run.sh**
```bash
#!/bin/bash
# OpenROAD 26Q1-2900-gdf79404cd8, Yosys 0.63+post, stock flow scripts
make -C /OpenROAD-flow-scripts/flow DESIGN_CONFIG=/design/flow/config.mk WORK_HOME=/design/flow/orfs finish
```
**design/flow/config.mk**
```make
export PLATFORM = sky130hd
export DESIGN_NAME = alu_in2_mux
export DESIGN_NICKNAME = alu_in2_mux
export VERILOG_FILES = /design/flow/design.v
export SDC_FILE = /design/flow/constraint.sdc
export NUM_CORES = 4
export LEC_CHECK = 1
export CORE_UTILIZATION = 30
```
**design/flow/constraint.sdc**
```tcl
current_design alu_in2_mux

set clk_period 3.8
set clk_io_pct 0.2

create_clock -name clk0 -period $clk_period

set non_clock_inputs [all_inputs -no_clocks]
set_input_delay [expr $clk_period * $clk_io_pct] -clock clk0 $non_clock_inputs
set_output_delay [expr $clk_period * $clk_io_pct] -clock clk0 [all_outputs]
```
==> results_tabular.tex <==
% Table of physical implementation metrics
\begin{tabular}{lr}
\hline
Metric & Value \\
\hline
\multicolumn{2}{l}{\textbf{Setup path}} \\
\quad Critical Path Start Type & input port \\
\quad Largest driver fanout on the critical path & 32 \\
\quad Slowest stage cell, crit path & clkdlybuf4s50\_1 \\
\quad Worst setup path start & ALUSrcB[1] \\
\quad Max stage delay on crit path & 0.45 ns \\
\quad Chain of cells forming the critical path & clkdlybuf4s50\_1 > buf\_4 > mux4\_2 > dlxtn\_1 > clkdlybuf4s50\_1 \\
\quad Endpoint class of the critical path & output port \\
\quad CP Class & in -> out \\
\quad WP data arrival & 2.69 ns \\
\quad Most frequent cell on the critical path & clkdlybuf4s50\_1 \\
\quad Worst endpoint required time & between 3 and 4 ns \\
\quad Termination of the worst setup path & in2[25] \\
\multicolumn{2}{l}{\textbf{Drt}} \\
\quad Post-route DRC violation count & 0 \\
\quad Number of detailed-routing iterations run before antenna repair & 2 \\
\quad Vias after detailed routing & 1,365 \\
\quad DR iter-0 viols & 29 \\
\quad Wire length per cell & 14.0 µm \\
\quad Vias/cell & between 4 and 5 \\
\quad N\_diodes & 0 \\
\quad Count of nets left with antenna violations after detail routing & 0 \\
\quad Total Routed Length & $\sim$4400 µm \\
\multicolumn{2}{l}{\textbf{Timing}} \\
\quad Final Cycle Share & 0.908 \\
\quad Register pins left without a clock & 32 \\
\quad Setup violation total in the final timing report & 0 \\
\quad Slew of the pin with the lowest slew margin & $\sim$0.59 ns \\
\quad Slew HR & 0.604 \\
\quad Final Max Slew Viols & 0 \\
\quad RSZ-0062 raised after global routing & false \\
\quad Total negative slack & 0 ns \\
\quad Highest clock rate & between 0.2 and 0.3 GHz \\
\quad Endpoints left unconstrained & 32 \\
\quad Hold violation total from the final report & 0 \\
\quad Post-route minimum period & 3.45 ns \\
\multicolumn{2}{l}{\textbf{Power and ir drop}} \\
\quad PD cells & 92.9 nW/µm² \\
\quad LEAKAGE & roughly 1.2 nW \\
\quad Peak supply drop & 0.0622 mV \\
\multicolumn{2}{l}{\textbf{Finish}} \\
\quad Number of fill cells in the layout & 303 \\
\quad Number of flip-flops under the largest register name & 32 \\
\quad Layout cell share with drive strength beyond 1 & 0.127 \\
\quad Area Overhead vs Synth & 133\% \\
\quad Storage cell area & 480 µm² \\
\quad Area of the multi-input gates & 848 µm² \\
\multicolumn{2}{l}{\textbf{Place}} \\
\quad Weighted congestion at the end of routability-driven global placement & 0.862 \\
\quad Detail Placement HPWL & 3830 µm \\
\quad Total of buffers placed on input and output ports & $\sim$160 \\
\multicolumn{2}{l}{\textbf{Logic synthesis}} \\
\quad Top cells by count & dlxtn\_1 (32), mux4\_2 (30), buf\_12 (3), buf\_2 (3), mux4\_1 (2) \\
\quad Most area-hungry cell type in the Yosys netlist & mux4\_2 \\
\quad Dominant synthesized flop cell & dlxtn\_1 \\
\quad Post-Synthesis Mean Instance Area & 18.0 µm² \\
\quad Cell count after synthesis & 72 \\
\quad Most numerous cell in the Yosys netlist & dlxtn\_1 \\
\quad Fraction of synthesis flops using an asynchronous set or reset pin & 0 \\
\quad Number of synthesized flops with an enable pin & 0 \\
\quad Top-area cell type share of the netlist area & 0.520 \\
\quad Post-synthesis sequential element count & 32 \\
\quad Cell area after technology mapping & 1300 µm² \\
\quad Distinct cell type count of the synthesized netlist & 7 \\
\quad Leading cell types by total area after synthesis & mux4\_2 (52\%), dlxtn\_1 (37\%), buf\_12 (4.6\%), mux4\_1 (4.0\%), buf\_2 (1.2\%) \\
\quad Area reported by Yosys stat & around 1300 µm² \\
\quad Number of cells in Yosys stat & roughly 72 \\
\quad Syn. warnings & 1 \\
\multicolumn{2}{l}{\textbf{Global routing}} \\
\quad Global-route wire length before repair & 6470 µm \\
\quad Congestion Overflow GR & 0 \\
\quad Global-route usage over all layers & 0.202 \\
\quad Vias in the first global route & 1,449 \\
\quad Maximum number of pins on one net before global-route repair & 33 \\
\quad Number of antenna violations at the first check in global routing & 0 \\
\multicolumn{2}{l}{\textbf{Floorplan}} \\
\quad Site Rows & 23 \\
\quad Floorplan core density & 0.318 \\
\quad Die x size & 67.8 µm \\
\quad Floorplan die height & roughly 68 µm \\
\quad Area of the core region & 4090 µm² \\
\quad Chip Area & 4600 µm² \\
\quad Count of pins on the block boundary & 162 \\
\multicolumn{2}{l}{\textbf{Clocking}} \\
\quad Post-cts repair resize count & 0 \\
\quad \# hold bufs at CTS & 0 \\
\quad Count of buffers added by post-CTS timing repair for setup & 0 \\
\multicolumn{2}{l}{\textbf{Flow run}} \\
\quad Count of max-cap constraint violations & 0 \\
\quad Tool Warnings & 33 \\
\multicolumn{2}{l}{\textbf{Outcome}} \\
\quad Result of the run & completed \\
\hline
\end{tabular}
## where the power goes
group | switching [mW] | internal, mW
Combinational | 0.0446 | 0.195
Sequential | 0.00414 | 0.0370
Clock | 0 | 0
Total | 0.0487 | 0.232
## per-layer routing
| metal | vias to the layer above | track usage | wire (µm) |
|---|---|---|---|
| met1 | 612 | 0.243 | 1350 |
| li1 | 650 | - | - |
| met2 | 95 | 0.360 | 2260 |
| met5 | - | 0 | 0 |
| met4 | 0 | 0.0417 | 97 |
| met3 | 8 | 0.0634 | 654 |
## critical path: cells and delay by family
kind                   cells  cell delay [ns]
buffers and inverters      3             1.27
latches                    1             0.34
multiplexers               1             0.30
## metrics by stage
step	worst slack, ns	instance area, µm²	utilization	instances	total power [mW]
after global placement	0.342	3020	0.740	310	0.281
after detailed placement	0.315	3020	0.740	310	0.284
after CTS	0.315	3020	0.740	310	0.285
after global routing	0.259	3020	0.740	310	0.304
after floorplan	1.32	1420	-	103	0.118
final	0.348	3020	0.740	310	0.281
## cell families after synthesis
logic type	synth area share
muxes	0.561
latches	0.370
buffers and inverters	0.0665
other	0.00289
## layout by cell type, fill, tap and decap left out
master           synthesis  routed
buf_2                    3       1
buf_4                    0       2
clkdlybuf4s50_1          0     161
conb_1                   1      32
dlxtn_1                 32      32
mux4_1                   2       2
mux4_2                  30      30
## cell type report
type | count | share of cell area
flip-flops and latches | 32 | 0.159
multi-input cells | 64 | 0.281
repair buffers | 164 | 0.540
well taps | 50 | 0.0207
Power and IR drop assume default switching activity.
