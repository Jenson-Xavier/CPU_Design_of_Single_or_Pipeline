[flow/run.sh]
#!/bin/bash
# OpenROAD 26Q1-2900-gdf79404cd8, Yosys 0.63+post, stock flow scripts
make -C /OpenROAD-flow-scripts/flow DESIGN_CONFIG=/design/flow/config.mk WORK_HOME=/design/flow/orfs finish
[flow/config.mk]
export PLATFORM = sky130hd
export DESIGN_NAME = sb
export DESIGN_NICKNAME = sb
export VERILOG_FILES = /design/flow/design.v
export SDC_FILE = /design/flow/constraint.sdc
export NUM_CORES = 4
export LEC_CHECK = 1
export CORE_AREA = 10 10 85 85
export DIE_AREA = 0 0 95 95
[flow/constraint.sdc]
current_design sb

set clk_period 3.4
set clk_io_pct 0.2

create_clock -name clk0 -period $clk_period

set non_clock_inputs [all_inputs -no_clocks]
set_input_delay [expr $clk_period * $clk_io_pct] -clock clk0 $non_clock_inputs
set_output_delay [expr $clk_period * $clk_io_pct] -clock clk0 [all_outputs]
[flow/design.v]
module sb (
    dm_addr,busB,dm_read,dm_write,
    IsByteB
);
input IsByteB;
input[31:0] dm_addr;
input[31:0] busB,dm_read;
output reg[31:0] dm_write;
integer j;
initial begin
    dm_write=0;
    j=0;    
end
always @(*) begin
    if(IsByteB)begin
        j=dm_addr%4;
        if(j==0)begin
            dm_write<={dm_read[31:8],busB[7:0]};
        end
        else if(j==1)begin
            dm_write<={dm_read[31:16],busB[7:0],dm_read[7:0]};
        end
        else if(j==2)begin
            dm_write<={dm_read[31:24],busB[7:0],dm_read[15:0]};
        end
        else begin
            dm_write<={busB[7:0],dm_read[23:0]};
        end
    end
    else begin
        dm_write<=busB;
    end
end
endmodule
==> results.ini <==
[final_layout]
area_growth_pct=126
fin_area_um2=1870
stdcell_count=285
utilization_pct=34.1
flops=0
regArea_um2=0
clkbuf_count=0
drive_gt1_share_pct=12.7
fill_cells=590
mostFrequentLayoutCell=clkdlybuf4s50_1
mostFrequentLayoutCells=clkdlybuf4s50_1 (98), inv_1 (16), nand2_1 (16), nand4b_1 (16), o221ai_1 (16)

[logic_synthesis]
synth.distinct_cells=14
ys_sh_adder_pct=0
top_logic_kind=AND-OR/OR-AND gates
ys_sh_mux_pct=10.9
yosys.area_share.aoi_pct=34.6
synthesis.instances=124
ys_warn_count=1
topCellsByArea=nand4b_1 (17%), o221ai_1 (17%), mux2_2 (11%), a21bo_2 (9.7%), inv_1 (7.3%)
syn_area_um2=827
synth.top_cell.area_share_pct=16.9
ys_area_um2=827
ys_seq_share_pct=0
yosys.area_share.simple_pct=34.2
synth.cellmix.xorXnorShare_pct=0
syn_area_per_cell_um2=6.67
ys_cells=124
yosys.area.top_type=nand4b_1

[place]
place_hpwl_um=3750
place_area_um2=1860
dp_cells=285
globalplace.congestion=0.796
pre_cts_slack_ns=0.0856
port-buffer-count=99

[floorplanning]
design.core.area_um2=5470
die_height_um=95
ios=129
std_cell_rows=27
dieArea_um2=9030
die_w_um=95
fp-utilization_pct=15.1

[setup_path]
path_max_fanout=8
cp-startpoint=dm_addr[0]
path_cells=clkdlybuf4s50_1 > nor2b_2 > o221ai_1 > clkdlybuf4s50_1
cp_common_cell=clkdlybuf4s50_1
arrival_ns=2.44
path_buffers=2
end_kind=primary output
critPathKind=input pin to primary output
critPathTopFamily=buffers and inverters
cp.required_ns=2.72
slowest_stage=clkdlybuf4s50_1
critical_path.startpoint_type=input pin
cpPeakStageDelay_ns=0.67

[sta]
tightest_slew_ns=0.373
fin_ws_ns=0.283
grt_setup_unrepaired=no
setup_tns_ns=0
drv_slew=0
setup_viol=0
min_period_ns=3.12
max-slew-margin-rel_pct=75.0
fmax_ghz=0.321
timing.final.crit_share_pct=91.7
holdWs_ns=2.14
finalHoldViolCount=0

[route]
route.detailed.drc=0
firstDrtPassIters=5
drt-initial-drc-count=55
via_per_inst=4.36
routedWlPerCell_um=16.1
ant_nets=0
drt_wl_total_um=4580
vias=1244
n_antenna_cell=0

[status]
run_status=complete, no violations

[flow_run]
maxCapViolCount=0
warning_count=62

[grt]
grt_pass1_wl_um=7000
grt_start_max_net_pins=51
grt_pass1_vias=1303
antenna_found_initial=0
track_usage_pct=9.60
grt-ovfl-total=0

[power_and_ir_drop]
cellPowerDensity_nw_per_um2=125
peakVddDrop_v=0.0000459
p_total_mw=0.232
power.leakage_nw=0.709

[worst_hold_path]
worstHoldStart=IsByteB
min_path_type=input pin to primary output

[cts]
post-cts-setup-buffers=0

## final timing paths
path                  depth (start not counted)      endpoint
worst max-delay path                          4  dm_write[15]
worst min-delay path                          4  dm_write[25]
## power by group
group | switching, mW | internal (mW)
clock network | 0 | 0
registers | 0 | 0
logic | 0.0698 | 0.162
## cell type report
cell class | count | area (µm²) | share of cell area (%)
Timing Repair Buffer | 106 | 1050 | 56.3
Multi-Input combinational cell | 91 | 664 | 35.6
Tap cell | 72 | 90.1 | 4.83
Inverter | 16 | 60.1 | 3.22
## cell families (layout without fill, tap and decap cells)
logic type	count (synthesis)	after routing
AND/OR/NAND/NOR	50	50
multiplexers	8	8
buffers and inverters	33	122
AND-OR/OR-AND	33	33
## synth_stat cells, drive strengths merged
cell type	n
a21bo	8
a31oi	8
buf	17
inv	16
mux2	8
nand2	16
nand3	8
nand4b	16
nor2	8
nor2b	2
o21ai	1
o221ai	16
## layer usage
| layer | up-vias | wire, µm | global-route usage, % |
|---|---|---|---|
| li1 | 640 | - | - |
| met1 | 546 | 2000 | 12.2 |
| met2 | 58 | 2030 | 16.1 |
| met3 | 0 | 553 | 3.77 |
| met4 | 0 | 0 | 0 |
| met5 | - | 0 | 0 |
## what timing repair did
item / CTS / global route
hold buffers: 0 / 0
resized: 0 / 2
setup endpoints to repair: 0 / 10
Power is estimated from default activity; no workload was simulated.
